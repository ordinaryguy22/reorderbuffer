==> design.v <==
module free_list (
    input clk, rst,
    input push,
    input pop,
    input logic [6:0] push_rd,
    output logic pop_ok,
    output logic [6:0]  phy_rd
);
    logic [6:0] list [63:0];
    logic [6:0] head, tail, cnt;
    assign pop_ok = (cnt!=0);
    assign phy_rd = list[head];
    integer i;
    always_ff @(posedge clk) begin
        if(rst) begin
            head <= 0;
            tail <= 0;
            cnt <= 6'b111111;
            for(i=0;i<64;i++) begin
                list[i] <= 31+i;
            end
        end
        else begin
            if(pop && pop_ok) begin
                head <= (head+1 > 6'b111111)?0:head+1;
                cnt <= cnt - 1;
            end
            if(push) begin
                list[tail] <= push_rd;
                tail <= (tail+1 > 6'b111111)?0:tail+1;
                cnt <= cnt + 1;
            end            
        end
    end
endmodule
==> run.sh <==
#!/bin/bash
# OpenROAD 26Q1-2900-gdf79404cd8, Yosys 0.63+post, stock flow scripts
make -C /OpenROAD-flow-scripts/flow DESIGN_CONFIG=/design/flow/config.mk WORK_HOME=/design/flow/orfs finish
==> config.mk <==
export PLATFORM = sky130hd
export DESIGN_NAME = free_list
export DESIGN_NICKNAME = free_list
export VERILOG_FILES = /design/flow/design.v
export SDC_FILE = /design/flow/constraint.sdc
export NUM_CORES = 4
export LEC_CHECK = 1
export CORE_UTILIZATION = 30
==> constraint.sdc <==
current_design free_list

set clk_period 11.5
set clk_io_pct 0.2

create_clock -name clk0 -period $clk_period [get_ports {clk}]

set non_clock_inputs [all_inputs -no_clocks]
set_input_delay [expr $clk_period * $clk_io_pct] -clock clk0 $non_clock_inputs
set_output_delay [expr $clk_period * $clk_io_pct] -clock clk0 [all_outputs]
==> flow_summary.toml <==
# implementation run metrics
[synthesis]
synth_area_per_cell_um2 = 13.4
netlist_top_cells_area = "edfxtp_1 61%, mux4_2 8.9%, nand2_1 3.5%"
ys_types = 61
syn_inst = 1638
synthSimpleGateAreaFrac_pct = 16.3
synthFlopType = "edfxtp_1"
ys_sh_mux_pct = 12.0
ys_chip_area_um2 = 21900
ys_sh_aoi_pct = 3.43
async_flop_share_pct = 0
yosysWarnings = 1
yosys.stat.seqShare_pct = 63.8
yosysTopAreaCellShare_pct = 61.3
synth_area_um2 = 21900
adder_share_pct = 0.491
ys_cells = 1638
top_cells_by_count = "448 x edfxtp_1, 205 x nand2_1, 150 x nor3_1"
top_area_cell = "edfxtp_1"
edf_count = 448
synth_xor_xnor_area_share_pct = 0.599
synth_flops = 475
top_cell = "edfxtp_1"
top_logic_kind = "simple AND/OR/NAND/NOR gates"

[final_timing]
rsz0062_at_grt = "no"
finalHoldViolations = 0
fin_skew_ns = 0.0141
drv_slew = 0
setup-tns-final_ns = 0
max_slew_margin_pct = 44.9
finalHoldWorstSlack_ns = 0.488
setup_viol = 0
post-route-min-period_ns = 7.21
period_used_pct = 62.7
tightest_slew_ns = 0.827
max_freq_ghz = 0.139

[setup_path]
critical_path.endpoint_type = "output port"
crit_top_cell = "buf_4"
cp_top_family = "buffers and inverters"
arrival_ns = 4.91
path_class = "reg2out"
critPathBufInv = 3
reg2reg_slack_ns = 8.81
crit_chain = "buf_4, buf_4, mux4_2, mux2i_1, nand2_1, a22oi_1, o21ai_0, clkdlybuf4s50_1"
critPathSlowestCell = "dfxtp_4"
critPathLaunchType = "register"
ff2ff_path_depth = 5
reg2reg_from = "tail[2]"
critPathMaxStageDelay_ns = 0.79
critPathMaxFanout = 46
rr_endpoint = "list[58][6]"
cp-endpoint = "phy_rd[0]"
required_ns = 9.20
path_depth = 8

[die]
coreArea_um2 = 71900
die_h_um = 272
die_area_um2 = 74200
pin_count = 19
placementRows = 98
fp_util_pct = 30.5
die_width_um = 272

[run_status]
outcome = "complete, no violations"

[clocking]
cts_tree = "done"
insertion_delay_ns = 0.58
clk_pin_slew_worst_paths_ns = 0.06
clock_path_buffers = 3
cts_htree_levels = 2
cts_made_buffers = 48
postCtsHoldBufs = 0
root_buffer = "clkbuf_16"
cts_resized = 0
cts.sinks = 475
cts_setup_buffers = 0

[routing]
dr_wl_met3_um = 7980
top_layer_used = "met5"
firstDrtPassIters = 5
wl_um = 58100
ant_nets = 0
drt-met1-wl_um = 22000
via_per_inst = 5.26
drt-initial-drc-count = 886
antenna_cells = 0
wire_per_inst_um = 22.6
vias = 13500
met2_length_um = 26600
drcViolationCount = 0

[finish]
stdcell_count = 2573
logic_area_um2 = 7200
seq_area_um2 = 14000
final_layout_size_suffix_gt1_share_pct = 16.1
design_area_um2 = 24500
nFillCells = 6921
utilization_pct = 34.0
area_growth_pct = 11.5

[job]
cap_violations = 0
warning_count = 25

[power]
ir_drop_v = 0.0000828
p_leak_nw = 7.11
power.density_nw_per_um2 = 158

[hold_path]
min_from = "head[6]"
hold_path.class = "reg2reg"

[place]
place_area_um2 = 22900
port_buffers = 18
dp_hpwl_um = 35300
dp_cells = 2485
gp_congestion = 0.902

[global_routing]
grt_pass1_wl_um = 87700
grtUsageTotal_pct = 16.8
grt_max_degree = 65
grt_pass1_vias = 14400
grt-ovfl-total = 0
antenna_found_initial = 0
[placed cells by master (no fill, tap or decap), types with 11 or more instances in the layout]
master	n
mux4_1	13
a211oi_1	18
clkinv_1	11
clkdlybuf4s50_1	16
nor2b_1	35
dfxtp_1	24
o21ai_0	13
or3_1	43
nor2_1	128
nand2_1	204
nor3_1	150
or2_2	48
edfxtp_1	448
nand2b_1	26
buf_4	38
nand3_1	45
mux2i_1	30
clkbuf_16	49
and2_1	34
mux4_2	87
[how the worst min path moves through the flow]
stage / endpoint / slack [ns] / cells past startpoint
4_1_cts: head[6] / 0.49 / 1
6_report: head[6] / 0.49 / 1
5_1_grt: tail[6] / 0.51 / 1
[cell type report]
cell class	instances	area share, %
Sequential cell	475	57.2
Multi-Input combinational cell	995	29.4
Clock buffer	63	5.39
Tap cell	950	4.86
Timing Repair Buffer	56	1.86
Clock inverter	25	1.09
Inverter	9	0.138
[through the flow]
stage	total power (W)	worst slack (ns)
finish	0.00386	4.29
global route	0.00397	3.95
CTS	0.00389	4.23
detailed placement	0.00231	4.86
global placement	0.00230	4.87
floorplan	0.00221	7.42
[logic make-up (layout without fill, tap and decap cells)]
family,count (synthesis),count (layout)
AOI/OAI and AO/OA,100,100
xor gates and xnor gates,15,15
adders and majority gates,8,8
buffers and inverters,168,153
DFF,475,475
muxes,132,132
and+or+nand+nor,740,740
[sequential cells by signal, summed over array words and instances, names as in the netlist, named ones only]
register  cells
cnt           7
head          7
list        448
tail          7
[power breakdown]
group          leakage, nW  switching [W]  internal, W
registers             4.30      0.0000326      0.00194
clock network        0.775       0.000652     0.000939
logic                 2.04       0.000179     0.000116
[worst register-to-register path: stages, from the launching register on]
cell     delay [ns]
dfxtp_1        0.41
nor3_1         0.45
nand3_2        0.49
buf_4          0.48
nor2_1         0.27
or2_2          0.28
[metal layers]
| metal | track usage [%] | vias to the layer above |
|---|---|---|
| met4 | 3.31 | 2 |
| li1 | - | 6042 |
| met1 | 21.3 | 6637 |
| met3 | 10.6 | 97 |
| met5 | 0.385 | - |
| met2 | 25.1 | 747 |
No activity file was given, so power comes from the tool's default toggle rates.
