==> design/flow/constraint.sdc <==
current_design prf

set clk_period 13.1
set clk_io_pct 0.2

create_clock -name clk0 -period $clk_period [get_ports {clk}]

set non_clock_inputs [all_inputs -no_clocks]
set_input_delay [expr $clk_period * $clk_io_pct] -clock clk0 $non_clock_inputs
set_output_delay [expr $clk_period * $clk_io_pct] -clock clk0 [all_outputs]
==> design/flow/run.sh <==
#!/bin/bash
# OpenROAD 26Q1-2900-gdf79404cd8, Yosys 0.63+post, stock flow scripts
make -C /OpenROAD-flow-scripts/flow DESIGN_CONFIG=/design/flow/config.mk WORK_HOME=/design/flow/orfs finish
==> design/flow/config.mk <==
export PLATFORM = sky130hd
export DESIGN_NAME = prf
export DESIGN_NICKNAME = prf
export VERILOG_FILES = /design/flow/design.v
export SDC_FILE = /design/flow/constraint.sdc
export NUM_CORES = 4
export LEC_CHECK = 1
export CORE_UTILIZATION = 30
==> design/flow/design.v <==
module prf #(parameter XLEN=64, PHYS=64, PW=4)(
  input  logic                 clk,
  input  logic [PW-1:0]        raddr1, raddr2,
  output logic [XLEN-1:0]      rdata1, rdata2,
  input  logic                 we,
  input  logic [PW-1:0]        waddr,
  input  logic [XLEN-1:0]      wdata
);
  logic [XLEN-1:0] phys [PHYS-1:0];
  assign rdata1 = phys[raddr1];
  assign rdata2 = phys[raddr2];
  always_ff @(posedge clk) if (we) phys[waddr] <= wdata;
endmodule
==> results.toml <==
# implementation run metrics
[drt]
drc = 0
met2_length_um = 62700
topRoutingLayerUsed = "met5"
routedWlPerCell_um = 29.8
drtIter0Drc = 1435
routed-wl-met3_um = 26100
wirelength_um = 132000
vias = 24398
wl_met1_um = 39700
ant_nets = 0
avgViaCountPerCell = 5.50
dr.pass1.iters = 5

[setup_path]
critPathMostFrequentCell = "buf_4"
cpLargestDelayFamily = "buffers and inverters"
required_ns = 10.48
crit_path_end_kind = "output pin"
slowest_delay_ns = 0.80
arrival_ns = 5.96
crit_slowest_cell = "buf_4"
crit_type = "primary input to output pin"
crit_buf_inv = 4
crit_chain = "buf_8, buf_4, buf_4, mux4_2, a22oi_1, nand2_1, clkdlybuf4s50_1"
start_kind = "primary input"
crit_fanout = 56

[logic_synthesis]
yosys.area_share.adder_pct = 0
yosys_area_um2 = 45700
ys_ff = 1024
synth.area.top_cells = "edfxtp_1, mux4_2, a22oi_1, nand2_1, clkbuf_1"
postSynthCellCount = 2119
ys_cells = 2119
aoi_share_pct = 4.21
ys_sh_mux_pct = 25.2
avgSynthCellArea_um2 = 21.6
ys_types = 17
top_area_share_pct = 67.3
simple_gate_share_pct = 1.39
yosysWarnings = 1
logic_family = "multiplexers"
xor_share_pct = 0
synth_seq_share_pct = 67.3
top_area_cell = "edfxtp_1"
synth_area_um2 = 45700

[final_layout]
reg_top3 = "phys (1024)"
largest_register_ff_count = 1024
final_cell_area_um2 = 53700
largest_register = "phys"
mostFrequentLayoutCell = "edfxtp_1"
syn_to_final_growth_pct = 17.5
drive_gt1_share_pct = 32.1
most-common-layout-cells = "edfxtp_1, mux4_2, a22oi_1"

[clocking]
h-tree-depth = 3
cts_buffers = 102
root_buffer = "clkbuf_16"
clockBufferDepth = 3
cts_tree = "done"
cts_resized = 0
cts_setup_buffers = 0
cts_hold_buf = 0
cts.clk_slew.worst_paths_ns = 0.06
clock_sinks = 1024

[power_and_ir_drop]
switching_share_pct = 22.1
cellLeakagePower_nw = 16.5
netSwitchingPower_mw = 1.62
p_int_mw = 5.69
clock_power_share_pct = 40.3
pwr_density_cell_nw_per_um2 = 136
sequentialPowerShare_pct = 50.7
peakVddDrop_uv = 118
comb_power_share_pct = 9.0

[timing]
finalCriticalPeriod_ns = 8.58
setup_slack_ns = 4.52
worst_slew_pin_slew_ns = 0.883
setup_violations = 0
timing.setup.tns_ns = 0
period_used_pct = 65.5
hold_ws_ns = 2.82
hold_viol_final = 0
rsz0062_at_grt = "no"
slew_viol_final = 0
maxSlewHeadroom_pct = 41.1
max_freq_mhz = 117

[floorplanning]
die_height_um = 392
initial_utilization_pct = 30.4
core_area_um2 = 150000
row_count = 142
ios = 206
die_area_um2 = 154000
fp.dieW_um = 392

[global_route]
grt_pass1_vias = 28242
grt_start_max_net_pins = 65
grt_pass1_wl_um = 190000
groute.usage.overall_pct = 18.7
overflow = 0
antenna_found_initial = 22

[min_path]
min_from = "wdata[12]"
min_to = "phys[2][12]"
hp-class = "primary input to register"
holdPathStages = 1

[outcome]
status = "finished, final reports clean"

[placed_design]
dpl_cell_area_um2 = 50300
gp_congestion = 0.787
portBuffers = 205
dpl_worst_slack_ns = 4.48
hpwl_um = 71700

[flow_run]
drv_cap = 0
warnings = 26
[stage by stage]
| step | utilization, % | power, mW | cells |
|---|---|---|---|
| 6_report | 35.7 | 7.30 | 4438 |
| 5_1_grt | 35.7 | 7.53 | 4436 |
| 4_1_cts | 35.7 | 7.38 | 4432 |
| 3_5_place_dp | 33.4 | 4.43 | 4245 |
| 3_3_place_gp | 33.4 | 4.42 | 4245 |
| 2_1_floorplan | - | 4.11 | 2119 |
[cells by family (layout without fill, tap and decap cells)]
kind of cell    after synthesis  after routing
buf+inv                     168            465
mux                         512            512
compound gates              256            256
flops                      1024           1024
other cells                   0              6
simple gates                159            159
[per-layer routing]
metal | GRT usage [%] | up-vias
li1 | - | 9841
met1 | 19.0 | 12339
met2 | 28.1 | 1958
met3 | 16.9 | 226
met4 | 4.00 | 34
met5 | 1.82 | -
[worst max path at each step]
stage	from	endpoint	cells past startpoint
4_1_cts	raddr1[0]	rdata1[63]	7
5_1_grt	raddr1[0]	rdata1[63]	7
6_report	raddr1[1]	rdata1[21]	7
[synth_stat cells]
cell type,n
edfxtp_1,1024
mux4_2,512
a22oi_1,256
nand2_1,129
clkbuf_1,76
buf_4,36
buf_1,27
buf_2,21
nor2_1,14
buf_6,8
nor2b_1,4
nor3_1,4
and2_1,2
nand2b_1,2
nand3b_1,2
nand3_1,1
or3b_2,1
[power by group through the flow]
stage / clock (mW) / combinational [mW] / sequential [mW]
after CTS: 3.01 / 0.667 / 3.70
after global routing: 3.12 / 0.707 / 3.71
final: 2.94 / 0.655 / 3.70
[layout make-up]
type                       instances  area [um2]
fill                           13444       96800
clock buffer                     117        2650
antenna                            6        15.0
tap                             2016        2520
sequential                      1024       30700
clock inverter                    70         734
multi-input combinational        927       14200
timing repair buffer             278        2750
Power is estimated from default activity; no workload was simulated.
